**run.sh**
```bash
#!/bin/bash
# OpenROAD 26Q1-2900-gdf79404cd8, Yosys 0.63+post, stock flow scripts
make -C /OpenROAD-flow-scripts/flow DESIGN_CONFIG=/design/flow/config.mk WORK_HOME=/design/flow/orfs finish
```
**config.mk**
```make
export PLATFORM = sky130hd
export DESIGN_NAME = piso_uart
export DESIGN_NICKNAME = piso_uart
export VERILOG_FILES = /design/flow/design.v
export SDC_FILE = /design/flow/constraint.sdc
export NUM_CORES = 4
export LEC_CHECK = 1
export CORE_AREA = 10 10 70 70
export DIE_AREA = 0 0 80 80
```
**constraint.sdc**
```tcl
current_design piso_uart

set clk_period 1.8
set clk_io_pct 0.2

create_clock -name clk0 -period $clk_period [get_ports {slow_baud_clk}]

set non_clock_inputs [all_inputs -no_clocks]
set_input_delay [expr $clk_period * $clk_io_pct] -clock clk0 $non_clock_inputs
set_output_delay [expr $clk_period * $clk_io_pct] -clock clk0 [all_outputs]
```
**design.v**
```verilog
module piso_uart 
(
input   [7:0]tx_data,
input   slow_baud_clk,
input   shift,
input   load,
input   reset,
output  data_bit
);
reg [7:0] tx_temp;
always @(posedge slow_baud_clk,negedge reset)
begin
       if(!reset)
          tx_temp <= 8'b0;
         else if (load)
             tx_temp <= tx_data;
         else if (shift ) 
             tx_temp <= {1'b0,tx_temp[7:1]};	 
end
assign data_bit = tx_temp[0];
endmodule
```
==> impl_metrics.csv <==
group,metric,value,unit
status,status,"finished, final reports clean",
logic_synthesis,synth_seq_share,0.542,
clocking,clkSinkCount,8,
critical_path,r2r_slack,1070,ps
drt,antenna_cells,0,
timing,clock_skew,1.03,ps
critical_path,crit_path_max_incr_delay,490,ps
logic_synthesis,ys_sh_adder,0,
critical_path,start_kind,"flip-flop",
job,max_cap_viol_count,0,
critical_path,critPathTopFamily,"buffers and inverters",
place,numPortBuffers,12,
finish,syn_to_final_growth,50.2,%
die,fp_util,0.108,
critical_path,cp.required,1440,ps
clocking,numCtsBuffers,3,
power,power.leakage,0.234,nW
die,num_io_pins,13,
clocking,cts_root_buf,"clkbuf_4",
power,power.internal,317,uW
critical_path,crit_chain,"clkdlybuf4s50_1",
critical_path,arrival,1090,ps
timing,finalSetupTns,0,ps
global_routing,grt_pass1_vias,326,
timing,hold-worst-slack,382,ps
timing,period_used_share,0.803,
drt,drc,0,
clocking,cts_tree,"built",
power,p_per_area,740,mW/mm2
power,switchingPower,93.7,uW
global_routing,grtUsageTotal,0.0294,
logic_synthesis,yosys.area_share.simple,0.0983,
logic_synthesis,ys_warn_count,1,
logic_synthesis,ys_sh_mux,0.190,
logic_synthesis,avgSynthCellArea,10.9,um2
clocking,cts_max_level,1,
timing,drv_slew,0,
logic_synthesis,synthCells,34,
power,seqPwrFrac,0.504,
drt,vias,297,
finish,largest_register_ffs,8,
power,combPwrFrac,0.170,
global_routing,grt_pass1_wl,1.50,mm
logic_synthesis,synth_cell_types,7,
finish,drive_gt1_frac,0.0833,
drt,drtIter0Drc,16,
timing,hold_viol_final,0,
critical_path,path_max_fanout,2,
die,fp-row-count,21,
finish,reg.largest.list,"tx_temp: 8 flops",
clocking,cts_setup_buffers,0,
logic_synthesis,xor_share,0,
logic_synthesis,yosys_cells,34,
drt,wl_per_cell,9.71,um
clocking,clkSlewWorstSetupHoldPaths,50,ps
die,core-area,0.00342,mm2
drt,ant_nets,0,
die,chipArea,0.00640,mm2
die,fp.dieH,80,um
critical_path,worstSetupPathType,"reg2out",
finish,top_register,"tx_temp",
drt,finalWirelength,913,um
logic_synthesis,aoi_share,0.108,
critical_path,rr_worst_depth,2,
critical_path,crit_start,"tx_temp[0]",
timing,slew_headroom,0.710,
timing,tightest_slew,434,ps
clocking,cts_resized,0,
logic_synthesis,numSynthFlops,8,
power,sw_frac_of_total,0.228,
clocking,clock_path_buffers,2,
power,clockPowerShare,0.326,
critical_path,r2r_end,"tx_temp[6]",
job,warnings,25,
timing,rsz0062_at_grt,"no",
timing,setup_viol,0,
timing,fmax,692,MHz
clocking,cts_hold_buffers,0,
critical_path,rr_startpoint,"tx_temp[7]",
global_routing,grt_max_degree,12,
clocking,insertion_delay,250,ps
power,peakVddDrop,0.142,mV
drt,vias_per_cell,3.16,
logic_synthesis,netlist_area,369,um2
critical_path,slowest_stage,"clkdlybuf4s50_1",
drt,firstDrtPassIters,2,
die,die_w,80,um
global_routing,gr-total-overflow,0,
critical_path,end_kind,"output pin",
global_routing,antenna_found_initial,0,
place,routabilityCongestion,0.784,
critical_path,worst-path-buf-inv,1,
min_path,min_path_type,"in2async",
logic_synthesis,ys_top_logic_family,"multiplexers",
timing,post-route-min-period,1450,ps
logic_synthesis,yosys_area,369,um2
## synth_stat cells, drive strengths merged
master  instances  area (um2)
o21ai           8        40.0
buf             2        22.5
nand2b          1        6.26
nand2           8        30.0
dfrtp           8         200
mux2i           7        70.1
## layout by cell type (no fill, tap or decap)
master,count
clkdlybuf4s50_1,12
nand2_1,8
dfrtp_1,8
mux2i_1,7
o21ai_1,7
clkbuf_4,3
nand2b_1,1
o21ai_0,1
buf_4,1
## power groups by stage
stage	clock [mW]	combinational, mW	sequential [mW]
finish	0.134	0.0696	0.207
global route	0.152	0.0783	0.210
CTS	0.140	0.0717	0.207
## cells by family after synthesis
logic type             after synthesis
AOI/OAI and AO/OA                    8
and+or+nand+nor                      9
buffers and inverters                2
DFF                                  8
muxes                                7
## cell type report
cell class	instances	area, um2
multi-input combinational	24	146
sequential	8	200
tap	46	57.6
clock buffer	3	22.5
timing repair buffer	13	128
fill	386	2860
## worst max-delay path by stage
stage	to	slack, ps	cells after the start
6_report	data_bit	350	1
5_1_grt	data_bit	300	1
4_1_cts	data_bit	330	1
## per-stage QoR
stage                     worst slack [ps]  utilization  total power, mW  cell area, um2  std cells
after floorplan                        970            -            0.242             369         34
after global placement                 261        0.156            0.279             532         91
after detailed placement               223        0.156            0.281             532         91
after CTS                              330        0.162            0.419             554         94
after global routing                   301        0.162            0.440             554         94
final                                  354        0.162            0.410             554         94
## layer usage
layer / wire (um) / GRT usage / part of all wire
met4: 34 / 0.0141 / 0.037
met1: 359 / 0.0305 / 0.39
met2: 475 / 0.0506 / 0.52
met5: 0 / 0 / 0
met3: 44 / 0.0114 / 0.048
Power is estimated from default activity; no workload was simulated.
