**design.v**
```verilog
 module baud_rate_generator (
 input     clk,
 input     reset,
 output     baud_clk_fast,
 output    baud_clk_slow  );
 parameter baud= 27'd9600;
 parameter clk_for_calculation = 27'd 20000000;
 parameter fast = (clk_for_calculation/(16*baud));
 parameter slow = fast*16;
reg  [7:0]counter,counter2  ;    
always @ (posedge clk or negedge reset)
begin
if(!reset)
begin
counter <= 0;
counter2 <=0;
end
else if (counter > 130)
counter <= 0;
else if (counter2 > 208)
counter2 <= 0;
else
begin
counter <= counter + 1;
counter2 <= counter2 + 1;
end
end
assign baud_clk_slow =(counter > 65)?1:0;
assign baud_clk_fast = ( counter >104)?1:0;
endmodule
```
**run.sh**
```bash
#!/bin/bash
# OpenROAD 26Q1-2900-gdf79404cd8, Yosys 0.63+post, stock flow scripts
make -C /OpenROAD-flow-scripts/flow DESIGN_CONFIG=/design/flow/config.mk WORK_HOME=/design/flow/orfs finish
```
**config.mk**
```make
export PLATFORM = sky130hd
export DESIGN_NAME = baud_rate_generator
export DESIGN_NICKNAME = baud_rate_generator
export VERILOG_FILES = /design/flow/design.v
export SDC_FILE = /design/flow/constraint.sdc
export NUM_CORES = 4
export LEC_CHECK = 1
export CORE_AREA = 10 10 95 95
export DIE_AREA = 0 0 105 105
```
**constraint.sdc**
```tcl
current_design baud_rate_generator

set clk_period 4.8
set clk_io_pct 0.2

create_clock -name clk0 -period $clk_period [get_ports {clk}]

set non_clock_inputs [all_inputs -no_clocks]
set_input_delay [expr $clk_period * $clk_io_pct] -clock clk0 $non_clock_inputs
set_output_delay [expr $clk_period * $clk_io_pct] -clock clk0 [all_outputs]
```
==> metrics.txt <==
# HELP chip_impl_metric Yosys and OpenROAD flow results
# TYPE chip_impl_metric gauge
chip_impl_info{name="run_status",value="complete, no violations"} 1
chip_impl_metric{name="grt_first_pass_wirelength",unit="µm"} 2980
chip_impl_metric{name="port_buffers",unit=""} 3
chip_impl_metric{name="clkLatencyLatePin",unit="ps"} 250
chip_impl_info{name="ys.flop_type",value="sky130_fd_sc_hd__dfrtp_1"} 1
chip_impl_metric{name="cts.clk_slew.worst_paths",unit="ps"} 70
chip_impl_metric{name="gr-usage-all-layers",unit="%"} 3.10
chip_impl_metric{name="std_cell_rows",unit=""} 30
chip_impl_metric{name="post_cts_setup_inserts",unit=""} 0
chip_impl_metric{name="fillers",unit=""} 780
chip_impl_metric{name="maximum_fanout_encountered_on_the_critical_timing_path",unit=""} 6
chip_impl_metric{name="cts_made_buffers",unit=""} 3
chip_impl_metric{name="fin_skew",unit="ps"} 2.51
chip_impl_metric{name="place.gp.congestion",unit=""} 0.798
chip_impl_metric{name="grt_overflow",unit=""} 0
chip_impl_metric{name="final_antenna_net_count",unit=""} 0
chip_impl_metric{name="floorplan.die_area",unit="µm²"} 11000
chip_impl_metric{name="fin_cells",unit=""} 194
chip_impl_info{name="hold_path_class",value="flip-flop to flip-flop"} 1
chip_impl_metric{name="synth_top_area_share",unit="%"} 41.2
chip_impl_metric{name="placement.setup.worst_slack",unit="ps"} 2200
chip_impl_metric{name="post-route-period-util",unit="%"} 59.5
chip_impl_metric{name="slew_violations",unit=""} 0
chip_impl_metric{name="dp_hpwl",unit="µm"} 1270
chip_impl_metric{name="layout-drive-gt1-share",unit="%"} 13.3
chip_impl_metric{name="required",unit="ps"} 3840
chip_impl_metric{name="pwr_density_cell",unit="nW/µm²"} 221
chip_impl_metric{name="die_w",unit="µm"} 105
chip_impl_metric{name="power.leakage",unit="nW"} 0.464
chip_impl_metric{name="drc",unit=""} 0
chip_impl_metric{name="grt_max_degree",unit=""} 17
chip_impl_metric{name="portion_of_the_post_synthesis_area_used_by_sequential_elements",unit="%"} 41.2
chip_impl_metric{name="worst-slew-pin-transition",unit="ps"} 749
chip_impl_metric{name="number_of_antenna_violations_at_the_first_check_in_global_routing",unit=""} 0
chip_impl_metric{name="design.portCount",unit=""} 4
chip_impl_metric{name="place.detailed.instances",unit=""} 190
chip_impl_metric{name="route.detailed.wl_per_inst",unit="µm"} 8.98
chip_impl_info{name="yosysTopAreaCell",value="sky130_fd_sc_hd__dfrtp_1"} 1
chip_impl_metric{name="placeableCoreArea",unit="µm²"} 6910
chip_impl_info{name="netlist_top_cells_area",value="sky130_fd_sc_hd__dfrtp_1 41%, sky130_fd_sc_hd__ha_1 7.7%, sky130_fd_sc_hd__o21ai_0 4.6%, sky130_fd_sc_hd__a22o_1 3.6%, sky130_fd_sc_hd__xor2_1 3.6%"} 1
chip_impl_metric{name="ctsLongestPathBuffers",unit=""} 2
chip_impl_metric{name="maximum_capacitance_violations",unit=""} 0
chip_impl_metric{name="yosys_area",unit="µm²"} 971
chip_impl_metric{name="area_growth_syn_to_layout",unit="%"} 20.2
chip_impl_metric{name="number_of_global_route_vias_before_repair",unit=""} 603
chip_impl_metric{name="floorplanUtilization",unit="%"} 14.1
chip_impl_metric{name="critical_path_arrival",unit="ps"} 1900
chip_impl_info{name="criticalPathCategory",value="flip-flop to output port"} 1
chip_impl_metric{name="synth.distinct_cells",unit=""} 36
chip_impl_metric{name="post_cts_resize_count",unit=""} 0
chip_impl_metric{name="holdBufCountCts",unit=""} 0
chip_impl_metric{name="drt-vias-per-instance",unit=""} 3.54
chip_impl_metric{name="finalSetupViolations",unit=""} 0
chip_impl_metric{name="h-tree-depth",unit=""} 1
chip_impl_metric{name="max_freq",unit="GHz"} 0.350
chip_impl_metric{name="max-slew-margin-rel",unit="%"} 49.9
chip_impl_metric{name="ys_flops",unit=""} 16
chip_impl_metric{name="tool_warnings",unit=""} 29
chip_impl_metric{name="ffs_w_async_s_r_synth",unit="%"} 100
chip_impl_metric{name="diodes",unit=""} 0
chip_impl_info{name="cts.root.buffer_cell",value="sky130_fd_sc_hd__clkbuf_8"} 1
chip_impl_metric{name="report.power.total",unit="mW"} 0.258
chip_impl_metric{name="routed-via-count",unit=""} 686
chip_impl_metric{name="cts.sinks",unit=""} 16
chip_impl_metric{name="edf_count",unit=""} 0
chip_impl_metric{name="finalHoldViolCount",unit=""} 0
chip_impl_info{name="clock_tree_from_tritoncts",value="yes"} 1
chip_impl_metric{name="drt_pass1_iterations",unit=""} 4
chip_impl_metric{name="cell_area_after_synthesis",unit="µm²"} 971
chip_impl_metric{name="setup_slack",unit="ps"} 1940
chip_impl_metric{name="setup_total_negative_slack",unit="ps"} 0
chip_impl_metric{name="synthesized_instance_count",unit=""} 92
chip_impl_info{name="rsz0062_at_grt",value="no"} 1
chip_impl_info{name="cp-end-kind",value="output port"} 1
chip_impl_metric{name="period_needed",unit="ps"} 2860
chip_impl_metric{name="drt-initial-drc-count",unit=""} 37
chip_impl_metric{name="worst_ir_drop_vdd",unit="mV"} 0.0808
chip_impl_metric{name="syn-mean-instance-area",unit="µm²"} 10.6
chip_impl_metric{name="ys_warn_count",unit=""} 1
chip_impl_metric{name="routed_wirelength",unit="µm"} 1740
chip_impl_metric{name="die_y",unit="µm"} 105
chip_impl_info{name="crit_path_start_kind",value="flip-flop"} 1
chip_impl_metric{name="yosys-stat-cells",unit=""} 92
## cell families after synthesis
group	after synthesis	share of synthesized area (%)
simple gates	31	21.8
xor+xnor	5	4.51
compound gates	26	19.3
buf+inv	6	3.22
mux	2	2.19
fa+ha+maj	6	7.73
flops	16	41.2
## Yosys cell counts, types with 2 or more instances
master and number:
sky130_fd_sc_hd__o21ai_0 9, sky130_fd_sc_hd__a21oi_1 3, sky130_fd_sc_hd__inv_1 4, sky130_fd_sc_hd__nor2_1 8
sky130_fd_sc_hd__nand2_1 2, sky130_fd_sc_hd__xor2_1 4, sky130_fd_sc_hd__dfrtp_1 16, sky130_fd_sc_hd__nor2b_1 5
sky130_fd_sc_hd__a22o_1 4, sky130_fd_sc_hd__ha_1 6, sky130_fd_sc_hd__and3_1 4, sky130_fd_sc_hd__o211ai_1 3
## flip-flops by register name, indices dropped and copies added (netlist names)
register	cells
counter2	8
counter	8
## worst max-delay path, stage by stage (launching register included)
cell and delay (ps):
sky130_fd_sc_hd__dfrtp_1 420, sky130_fd_sc_hd__or4_4 590, sky130_fd_sc_hd__o21ai_0 180, sky130_fd_sc_hd__nand2b_1 70, sky130_fd_sc_hd__clkdlybuf4s50_1 400
## per-stage QoR
step / hold slack [ps] / util (%) / instance area (µm²)
after global routing: 594 / 16.9 / 1170
after CTS: 541 / 16.9 / 1170
after global placement: 514 / 16.1 / 1110
after floorplan: 495 / - / 971
after detailed placement: 522 / 16.1 / 1110
final: 533 / 16.9 / 1170
## path summary, 6_finish.rpt
| check | start | end | slack, ps | cells past startpoint |
|---|---|---|---|---|
| hold reg to reg | counter2[7] | counter2[7] | 530 | 2 |
| setup / recovery | counter[4] | baud_clk_slow | 1940 | 4 |
| hold / removal | counter2[7] | counter2[7] | 530 | 2 |
| min in group asynchronous | reset | counter2[6] | 1150 | 1 |
| max in group asynchronous | reset | counter[2] | 3180 | 1 |
| setup reg to reg | counter[0] | counter2[0] | 2830 | 6 |
## power by group
| group | switching, mW | total (mW) | leakage, nW | internal (mW) |
|---|---|---|---|---|
| combinational | 0.00264 | 0.00335 | 0.232 | 0.000713 |
| clock | 0.0468 | 0.120 | 0.0288 | 0.0727 |
| sequential | 0 | 0.135 | 0.204 | 0.135 |
| total | 0.0494 | 0.258 | 0.464 | 0.208 |
## area by class of cell
| cell class | instances | area (µm²) | area share, % |
|---|---|---|---|
| clock buffers | 4 | 55.1 | 4.72 |
| well taps | 96 | 120 | 10.3 |
| flip-flops and latches | 16 | 400 | 34.3 |
| multi-input cells | 70 | 539 | 46.2 |
| inverters | 4 | 15.0 | 1.29 |
| repair buffers | 4 | 37.5 | 3.22 |
## cells in the final DEF (no fill, tap or decap), types with 2 or more instances in the layout
cell,n
sky130_fd_sc_hd__dfrtp_1,16
sky130_fd_sc_hd__o21ai_0,9
sky130_fd_sc_hd__nor2_1,8
sky130_fd_sc_hd__ha_1,6
sky130_fd_sc_hd__nor2b_1,5
sky130_fd_sc_hd__inv_1,4
sky130_fd_sc_hd__xor2_1,4
sky130_fd_sc_hd__and3_1,4
sky130_fd_sc_hd__a22o_1,4
sky130_fd_sc_hd__clkbuf_8,4
sky130_fd_sc_hd__a21oi_1,3
sky130_fd_sc_hd__o211ai_1,3
sky130_fd_sc_hd__clkdlybuf4s50_1,3
sky130_fd_sc_hd__nand2_1,2
## routing by layer
| layer | wire length (µm) | global-route usage [%] | vias to the layer above |
|---|---|---|---|
| met5 | 0 | 0 | - |
| met4 | 34 | 0.686 | 0 |
| met3 | 39 | 0.621 | 2 |
| met2 | 758 | 4.36 | 10 |
| met1 | 909 | 4.74 | 322 |
| li1 | - | - | 352 |
Power and IR drop assume default switching activity.
